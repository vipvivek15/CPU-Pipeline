[run.sh]
#!/bin/bash
# OpenROAD 26Q1-2900-gdf79404cd8, Yosys 0.63+post, stock flow scripts
make -C /OpenROAD-flow-scripts/flow DESIGN_CONFIG=/design/flow/config.mk WORK_HOME=/design/flow/orfs finish
[config.mk]
export PLATFORM = sky130hd
export DESIGN_NAME = idtoexmembuff
export DESIGN_NICKNAME = idtoexmembuff
export VERILOG_FILES = /design/flow/design.v
export SDC_FILE = /design/flow/constraint.sdc
export NUM_CORES = 4
export LEC_CHECK = 1
export CORE_AREA = 10 10 189 189
export DIE_AREA = 0 0 199 199
[constraint.sdc]
current_design idtoexmembuff

set clk_period 1.0
set clk_io_pct 0.2

create_clock -name clk0 -period $clk_period [get_ports {clk}]

set non_clock_inputs [all_inputs -no_clocks]
set_input_delay [expr $clk_period * $clk_io_pct] -clock clk0 $non_clock_inputs
set_output_delay [expr $clk_period * $clk_io_pct] -clock clk0 [all_outputs]
[design.v]
`timescale 1ns / 1ps
module idtoexmembuff(clk, op_in, Jm_in, RegWrt_in, ALUtoReg_in, MemWrite_in, MemRead_in, CONST_in, ALUOp_in, PCtoALU_in, PC_in, xrs_in, xrt_in, const_in, rs_in, rt_in, rd_in,
      op_out,Jm_out, RegWrt_out, ALUtoReg_out, MemWrite_out, MemRead_out, CONST_out, ALUOp_out, PCtoALU_out, PC_out, xrs_out, xrt_out, const_out, rs_out, rt_out, rd_out);
input RegWrt_in, ALUtoReg_in, MemWrite_in, MemRead_in, CONST_in, PCtoALU_in, Jm_in;
input [2:0]ALUOp_in;
input [31:0] PC_in, xrs_in, xrt_in, const_in;
input [5:0] rs_in, rt_in, rd_in;
input clk;
output reg RegWrt_out, ALUtoReg_out, MemWrite_out, MemRead_out, CONST_out, PCtoALU_out, Jm_out;
output reg [2:0]ALUOp_out;
output reg [31:0] xrs_out, xrt_out, const_out, PC_out;
output reg [5:0] rs_out, rt_out, rd_out;
input [3:0] op_in;
output reg [3:0] op_out;
initial
begin
    RegWrt_out = 0;
    ALUtoReg_out = 0;
    Jm_out = 0;
    MemWrite_out = 0;
    MemRead_out = 0;
    ALUOp_out = 0;
    PC_out = 0;
    const_out = 0;
    CONST_out = 0; 
    PCtoALU_out = 0;
    xrs_out = 0;
    xrt_out = 0;
    rs_out = 0; 
    rt_out = 0;
    rd_out = 0;
end
always@(posedge clk)
begin
    RegWrt_out = RegWrt_in;
    ALUtoReg_out = ALUtoReg_in;
    Jm_out = Jm_in;
    MemWrite_out = MemWrite_in; 
    MemRead_out = MemRead_in;
    ALUOp_out = ALUOp_in;
    PC_out = PC_in;
    const_out = const_in; 
    CONST_out = CONST_in; 
    PCtoALU_out = PCtoALU_in;
    xrs_out = xrs_in; 
    xrt_out = xrt_in; 
    rs_out = rs_in; 
    rt_out = rt_in;
    rd_out = rd_in;
    op_out = op_in;
end
endmodule
==> results.txt <==
yosys + openroad results -> outcome finished, violations left, failing checks setup timing, pin count of the biggest net entering global routing 17, Main synth FF type dfxtp_1, Final Power 13.9 mW, Startpoint Class flop, initial antenna violation count 1, IR drop worst, VDD 1.13 mV, wire per inst 14.7 um, Max Cap Violations 0, global-route wire length before repair 18,500 um, Post-Synthesis Cells 160, Top area cell types dfxtp_1, post-synth top area cell dfxtp_1, DIE AREA 39,600 um2, smallest hold slack 198 ps, Worst slew margin 0.870, Setup CP Type flop to primary output, CP bufs+invs 1, Synth Warn # 1, FP Util 0.102, Clock Tree Buf Depth 2, Worst EP arrival 860 ps, placed cell areas 6910 um2, die height 199 um, slew at the pin closest to its max-slew limit 194 ps, Lkg Pwr 2.89 nW, asr flop ratio synth 0, CP top delay family flip-flops, min Tclk post-route 1060 ps, worst slack at placement -70.7 ps, Avg Inst Size Synth 20.0 um2, number of antenna cells inserted 0, Hold Crit Depth 1, setup ws final -63.3 ps, layout cells sized above 1 0.426, EDFF count, synth 0, Final Max Slew Viols 0, worst hold path type input port to flop, setup TNS -5120 ps, Via Count 2,382, final core occ 0.214, WL final 13,500 um, FMAX 941 MHz, vias in the first global route 2,587, 1st-iter DRT viols 17, CP max-delay cell dfxtp_2, total grt overflow 0, Cell Area, Synth 3200 um2, top-count cell post-synth dfxtp_1, Core Region 31,600 um2, FF/Latch Area 3240 um2, Post-CTS Setup Repair Bufs 0, vias per inst 2.61, Worst Setup End Kind primary output, Area Growth Syn to Fin 111%, HPWL Detailed 11,100 um, fin cells 914, beginning of the critical path rt_out[1]$_DFF_P_, slowest stage delay, CP 320 ps, Cell Chain, Critical Path buf_6, Boundary Pins 321, PortBufs 320, RSZ-0062 raised after global routing yes, logic area 0 um2, Multi-input comb cells 0, final hold violation count 0, Root Buffer clkbuf_16, hold endpoint const_out[31]$_DFF_P_, GRT Total Usage 0.0646, fillers 3,407, chip area line of the yosys report 3200 um2, Log Warnings 27, Post-synth regs 160, fin crit share 1.06, Hold Buf Count CTS 0, die width 199 um, Pwr per Cell Area 2060 nW/um2, worst hold start const_in[31], clock sinks 160, H-tree depth 4, DRT Pass-1 Iters 4, antenna-violating nets left 0, total CTS buffers 17, num rows 65, Yosys Instances 160, design area 6760 um2, RePlAce Congestion 0.765, Worst-path clk slew 70 ps, Seq/Total Area, Yosys 1.00, top cell type's share of synthesized area 1.00, CP max FO 1, drc violations 0, distinct cell type count after synthesis 1, Cells after DPL 882, top post-synthesis cells by count dfxtp_1, CP required 800 ps, CTS tree done, final setup violation count 160
sequential cells by signal, summed over array words and instances (netlist names):
signal,flops
PC_out,32
const_out,32
xrs_out,32
xrt_out,32
rd_out,6
rs_out,6
rt_out,6
op_out,4
ALUOp_out,3
ALUtoReg_out,1
CONST_out,1
Jm_out,1
MemRead_out,1
MemWrite_out,1
PCtoALU_out,1
RegWrt_out,1
worst max path at each step:
stage	to	slack (ps)	cells past startpoint
4_1_cts	PC_out[14]	-120	1
6_report	rt_out[1]	-60	1
5_1_grt	const_out[8]	-120	1
repair_timing:
item                       4_1_cts  5_1_grt
cloned                           0        0
pin swaps                        0        0
setup endpoints to repair      160      160
resized                        536       18
placed cells by master (no fill, tap or decap):
master,count
buf_2,150
buf_6,10
clkbuf_16,17
clkbuf_8,2
clkdlybuf4s50_1,160
clkinv_2,1
clkinv_4,4
clkinvlp_4,5
dfxtp_1,134
dfxtp_2,26
inv_6,2
inv_8,1
cells by family (layout without fill, tap and decap cells):
logic type	count (synthesis)	in the layout	synth area share
flip-flops	160	160	1.00
buffers and inverters	0	352	0
routing by layer:
metal | vias up | global-route usage | share of wire
met5 | - | 0 | 0
met4 | 0 | 0.0124 | 0.020
met3 | 13 | 0.0434 | 0.14
met2 | 171 | 0.102 | 0.47
met1 | 1025 | 0.0714 | 0.37
li1 | 1173 | - | -
cell type report:
cell class / count / share of cell area
flip-flops and latches: 160 / 0.478
repair buffers: 320 / 0.364
well taps: 402 / 0.0744
clock buffers: 19 / 0.0670
clock inverters: 13 / 0.0157
power by group:
part | internal [mW] | switching (mW)
registers | 6.72 | 0.0718
clock network | 3.35 | 2.83
logic | 0.770 | 0.178
total | 10.8 | 3.08
Power figures rest on the tool's default switching activity, not on a simulated workload.
