File: /design/flow/design.v
`timescale 1ns / 1ps
module exmemtowbbuff(clk, Jm_in, RegWrt_in, ALUtoReg_in, mem_res_in, alu_res_in, rd_in, Jm_out, RegWrt_out, ALUtoReg_out, mem_res_out, alu_res_out, rd_out);
input Jm_in, RegWrt_in, ALUtoReg_in;
input [31:0] mem_res_in, alu_res_in;
input [5:0] rd_in;
input clk;
output reg Jm_out, RegWrt_out, ALUtoReg_out;
output reg [31:0] mem_res_out, alu_res_out;
output reg [5:0] rd_out;
initial
begin
    RegWrt_out = 0;
    ALUtoReg_out = 0;
    Jm_out = 0;
    mem_res_out = 0;
    alu_res_out = 0;
    rd_out = 0;
end
always@(posedge clk)
begin
    Jm_out = Jm_in;
    RegWrt_out = RegWrt_in;
    ALUtoReg_out = ALUtoReg_in;
    mem_res_out = mem_res_in;
    alu_res_out = alu_res_in;
    rd_out = rd_in;
end
endmodule
File: /design/flow/run.sh
#!/bin/bash
# OpenROAD 26Q1-2900-gdf79404cd8, Yosys 0.63+post, stock flow scripts
make -C /OpenROAD-flow-scripts/flow DESIGN_CONFIG=/design/flow/config.mk WORK_HOME=/design/flow/orfs finish
File: /design/flow/config.mk
export PLATFORM = sky130hd
export DESIGN_NAME = exmemtowbbuff
export DESIGN_NICKNAME = exmemtowbbuff
export VERILOG_FILES = /design/flow/design.v
export SDC_FILE = /design/flow/constraint.sdc
export NUM_CORES = 4
export LEC_CHECK = 1
export CORE_AREA = 10 10 104 104
export DIE_AREA = 0 0 114 114
File: /design/flow/constraint.sdc
current_design exmemtowbbuff

set clk_period 1.0
set clk_io_pct 0.2

create_clock -name clk0 -period $clk_period [get_ports {clk}]

set non_clock_inputs [all_inputs -no_clocks]
set_input_delay [expr $clk_period * $clk_io_pct] -clock clk0 $non_clock_inputs
set_output_delay [expr $clk_period * $clk_io_pct] -clock clk0 [all_outputs]
==> results.py <==
# Physical implementation metrics
metrics = {
    "status": {
        "status": "finished, final reports clean",
    },
    "yosys": {
        "ys_seq_frac": 1.00,
        "ys_cells": 73,
        "ys_ff": 73,
        "syn_area_um2": 1460,
        "largest_area_cell": "dfxtp_1",
        "yosys_area_um2": 1460,
        "avgSynthCellArea_um2": 20.0,
        "netlist_top_cells_area": "dfxtp_1 100%",
        "top_cell_area_share": 1.00,
        "yosysUniqueCellTypes": 1,
        "synth_warnings": 1,
        "synthCells": 73,
    },
    "clocking": {
        "htreeDepth": 3,
        "clock_path_buffers": 2,
        "cts-buffers-inserted": 9,
        "cts_tree": "built",
        "post_cts_buffers": 0,
        "cts_sinks": 73,
        "path_clk_slew_ps": 80,
        "cts-root-buf": "clkbuf_8",
    },
    "global_routing": {
        "grt_pass1_wl_um": 7020,
        "antenna_found_initial": 0,
        "grt-ovfl-total": 0,
        "busiest_layer": "met2",
        "grtUsageMet3": 0.0686,
        "use_met1": 0.0718,
        "use_met2": 0.101,
        "grt_max_degree": 14,
        "track_usage": 0.0697,
        "grt_pass1_vias": 1216,
    },
    "sta": {
        "period_minus_slack_ps": 955,
        "slew_viol_final": 0,
        "relSlewSlack": 0.928,
        "tns_ps": 0,
        "tightest_slew_ps": 109,
        "max_freq_mhz": 1050,
        "setup_viol": 0,
        "rsz0062_at_grt": "yes",
        "timing.final.crit_share": 0.955,
        "hold_violations": 0,
    },
    "setup_path": {
        "worstPathMaxFanout": 1,
        "critPathKind": "reg2out",
        "cp-start-kind": "register",
        "cpMaxStageDelayCell": "dfxtp_1",
        "cp_top_family": "flip-flops",
        "worstSetupEndpointType": "output pin",
        "crit_path_start": "mem_res_out[20]",
        "cpPeakStageDelay_ps": 300,
        "crit_chain": "buf_2",
        "path_buffers": 1,
        "required_ps": 800,
        "cp_data_arrival_time_ps": 750,
    },
    "layout": {
        "syn_to_final_growth_pct": 97.9,
        "mi_logic_area_um2": 0,
        "comb_cells": 0,
        "postLayoutCellArea_um2": 2890,
        "fill_cells": 907,
        "drive_above_1_share": 0.387,
    },
    "min_path": {
        "holdCritStartpoint": "mem_res_in[23]",
        "hp-class": "in2reg",
        "hold_depth": 1,
        "min_to": "mem_res_out[23]",
    },
    "detailed_routing": {
        "routed_wl_um": 4730,
        "drtIter0Drc": 13,
        "drcViolationCount": 0,
        "vias": 1103,
        "ant_nets": 0,
        "viasPerCell": 3.22,
        "wl_per_cell_um": 13.8,
        "insertedDiodeCount": 0,
        "first_pass_iters": 2,
    },
    "place": {
        "hpwl_um": 3860,
        "placed_cell_area_um2": 3060,
        "port_buffers": 146,
        "gp_congestion": 0.644,
    },
    "floorplan": {
        "core_util_floorplan": 0.168,
        "num_io_pins": 147,
        "rows": 34,
        "die-area_um2": 13000,
        "die_h_um": 114,
        "die_width_um": 114,
        "coreArea_um2": 8680,
    },
    "power": {
        "leakage_nw": 1.28,
        "vdd_ir_drop_max_uv": 703,
        "power_per_cell_area_nw_per_um2": 1990,
    },
    "flow_run": {
        "tool_warnings": 26,
        "max_cap_viol_count": 0,
    },
}
-- worst max path at each step --
| stage | cells past startpoint | end | slack [ps] |
|---|---|---|---|
| finish | 1 | mem_res_out[20] | 50 |
| CTS | 1 | mem_res_out[20] | 10 |
| global route | 1 | mem_res_out[21] | -20 |
-- sequential cells by signal, summed over array words and instances, names as in the netlist --
signal	flops
mem_res_out	32
Jm_out	1
alu_res_out	32
ALUtoReg_out	1
RegWrt_out	1
rd_out	6
-- power by group --
part | switching, W | total, W | internal [W]
clock | 0.00109 | 0.00225 | 0.00116
combinational | 0.0000628 | 0.000402 | 0.000339
sequential | 0.0000277 | 0.00309 | 0.00306
total | 0.00118 | 0.00574 | 0.00456
-- metrics by stage --
step / setup WS (ps) / util / hold WS (ps) / std cells / total power (W)
floorplan: 538 / - / 228 / 73 / 0.00312
global placement: 1.72 / 0.352 / 648 / 327 / 0.00372
detailed placement: 6.38 / 0.352 / 652 / 327 / 0.00373
CTS: 11.6 / 0.333 / 264 / 343 / 0.00588
global route: -17.4 / 0.333 / 254 / 343 / 0.00606
finish: 45.3 / 0.333 / 290 / 343 / 0.00574
-- cell usage in the layout (no fill, tap or decap) --
cell	instances
inv_6	1
clkbuf_8	9
dfxtp_2	3
dfxtp_1	70
clkinvlp_4	2
clkbuf_1	1
clkinv_4	1
clkinv_2	1
buf_2	73
clkdlybuf4s50_1	73
bufinv_16	1
-- cell families after synthesis --
kind of cell | count (synthesis) | synth area share
flops | 73 | 1.00
-- cells in the mapped netlist --
master and number:
dfxtp_1 73
-- repair_timing --
action,CTS,global route
pin swaps,0,0
hold buffers,0,0
gates resized,227,3
setup endpoints to repair,73,26
-- cell type report --
class                 count  area, um2  area share
sequential               73       1470       0.507
clock inverter            6       67.6      0.0234
clock buffer             10        128      0.0441
tap                     108        135      0.0467
timing repair buffer    146       1100       0.379
-- routing by layer --
layer,share of wire,wire length [um]
met1,0.34,1600
met2,0.44,2090
met3,0.20,939
met4,0.023,107
met5,0,0
Power figures rest on the tool's default switching activity, not on a simulated workload.
