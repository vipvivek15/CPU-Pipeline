==> flow/design.v <==
`timescale 1ns / 1ps
module iftoidbuff(clk, IFIDWrite, inst_in, pc_in,inst_out, pc_out);
input IFIDWrite;
input [31:0]inst_in;
input [31:0]pc_in;
output reg [31:0]inst_out;
output reg [31:0]pc_out;
input clk;
initial
begin
    inst_out = 0;
    pc_out = 0;
end
always@(posedge clk)
begin
    if (IFIDWrite == 1)
    begin
        inst_out = inst_in;
        pc_out = pc_in;
    end     
end
endmodule
==> flow/run.sh <==
#!/bin/bash
# OpenROAD 26Q1-2900-gdf79404cd8, Yosys 0.63+post, stock flow scripts
make -C /OpenROAD-flow-scripts/flow DESIGN_CONFIG=/design/flow/config.mk WORK_HOME=/design/flow/orfs finish
==> flow/config.mk <==
export PLATFORM = sky130hd
export DESIGN_NAME = iftoidbuff
export DESIGN_NICKNAME = iftoidbuff
export VERILOG_FILES = /design/flow/design.v
export SDC_FILE = /design/flow/constraint.sdc
export NUM_CORES = 4
export LEC_CHECK = 1
export CORE_UTILIZATION = 50
==> flow/constraint.sdc <==
current_design iftoidbuff

set clk_period 1.0
set clk_io_pct 0.2

create_clock -name clk0 -period $clk_period [get_ports {clk}]

set non_clock_inputs [all_inputs -no_clocks]
set_input_delay [expr $clk_period * $clk_io_pct] -clock clk0 $non_clock_inputs
set_output_delay [expr $clk_period * $clk_io_pct] -clock clk0 [all_outputs]
==> run_results.csv <==
group,metric,value,unit
logic_synthesis,ys_ff,64,
floorplanning,initCoreUtil,52.5,%
floorplanning,io_pins,130,
logic_synthesis,ys_area,1920,um^2
logic_synthesis,synth_cells,64,
logic_synthesis,yosysTopAreaCellShare,100,%
floorplanning,num_rows,22,
logic_synthesis,ys_seq_share,100,%
logic_synthesis,yosysUniqueCellTypes,1,
floorplanning,die_h,64.0,um
run_status,status,"stopped before the end",
logic_synthesis,yosys.area.top_type,"edfxtp_1",
logic_synthesis,area_leaders,"edfxtp_1",
run_status,stop_stage,"3_5_place_dp",
logic_synthesis,ys_warn_count,1,
logic_synthesis,ys_cells,64,
placed_design,place_congestion,0.750,
run_status,tool.error,"[ERROR DPL-0036] Detailed placement failed.",
logic_synthesis,synth_area_per_cell,30.0,um^2
floorplanning,chipWidth,64.0,um
placed_design,port_buffers,129,
logic_synthesis,synth_area,1920,um^2
per-stage QoR:
stage | std cells | worst slack, ns | hold WS, ns
floorplan | 64 | 0.501 | 0.299
global placement | 243 | 0.0160 | 0.699
kinds of logic after synthesis:
family / synth area share (%)
flops: 100
Yosys cell counts:
library cell and n:
edfxtp_1 64
